### design/flow/design.v
`timescale 1ns / 1ps
module spi_master(input sysclk,
    input [2:0] ss,  
    input [7:0] data_in, 
    input [15:0] how_many_bytes,  
    input miso,
    output reg sck,
    output reg mosi,
    output reg [7:0] cs,  
    output reg [7:0] data_out,
    output reg busy, 
    output reg new_data,
	 output reg load,
    input rst,
    input trigger  
    );
	 reg [7:0] buffer_in;  
    reg [7:0] buffer_out;  
    localparam IDLE = 4'h0,
        PRERUN1 = 4'h1,
        PRERUN2 = 4'h2,
        RUN = 4'h3,
        FINISH = 4'h4;
    reg [15:0] bytes_to_run;
    reg [15:0] byte_count;
    reg [4:0] state;
    reg [3:0] count;
    always @(posedge sysclk) begin
        if (rst)begin
            state <= IDLE; 
        end else begin 
			  case (state)
					IDLE: begin
						 sck <= 1'b0;  
						 if (trigger)begin
							  buffer_out <= data_in;
							  buffer_in<= 8'b0;
							  bytes_to_run <= how_many_bytes;
							  cs <= ~(8'b1<<(ss));  
							  data_out <= 8'b0;  
							  count <= 3'b0;  
							  state <= PRERUN1;  
							  busy <= 1'b1;
							  new_data <= 1'b0;
							  byte_count <= 16'b0;
							  load <=1'b0;
						 end else begin
							  cs <= ~(8'b0);   
							  mosi <= 1'b0;   
							  busy <= 1'b0; 
							  load <= 1;
							  new_data <= 1'b0;
						 end
					end 
					PRERUN1: begin
						 sck <= 1'b0;  
						 buffer_out <= {1'b0,buffer_out[7:1]};  
						 mosi <= buffer_out[0];  
						 count <= count +1;
						 state <= PRERUN2;
					end
					PRERUN2: begin
						 sck <= 1'b0;
						 state <= RUN;
					end
					RUN: begin
						 if (~sck)begin  
						     buffer_in <= {miso,buffer_in[7:1]}; 
							  if (count == 4'd8)begin  
							      new_data <= 1'b1;   
							      data_out <= {miso,buffer_in[7:1]};  
							      if (byte_count +1'b1 == bytes_to_run)begin   
						             sck <= 1'b0;  
				                   state <= FINISH;  
							      end
							      else begin
											buffer_out <= {1'b0,data_in[7:1]};  
											mosi <= data_in[0];  
					                 count <= 3'b1;
										  byte_count <= byte_count +1'b1;  
										  state <= RUN;  
									     sck <= ~sck;  
									 end
								 end
								else begin
									buffer_out <= {1'b0,buffer_out[7:1]};  
									mosi <= buffer_out[0];  
									sck <= ~sck;  
									count <= count +1;
									new_data <= 1'b0;  
								end
							end
							else begin
								sck= ~sck;
							end
					end
					FINISH: begin
						 cs <= ~(8'b0);
						 state <= IDLE;
					end
				endcase
			end
		end
endmodule
### design/flow/config.mk
export PLATFORM = sky130hd
export DESIGN_NAME = spi_master
export DESIGN_NICKNAME = spi_master
export VERILOG_FILES = /design/flow/design.v
export SDC_FILE = /design/flow/constraint.sdc
export NUM_CORES = 4
export LEC_CHECK = 1
export CORE_UTILIZATION = 30
### design/flow/run.sh
#!/bin/bash
# OpenROAD 26Q1-2900-gdf79404cd8, Yosys 0.63+post, stock flow scripts
make -C /OpenROAD-flow-scripts/flow DESIGN_CONFIG=/design/flow/config.mk WORK_HOME=/design/flow/orfs finish
### design/flow/constraint.sdc
current_design spi_master

set clk_period 4.7
set clk_io_pct 0.2

create_clock -name clk0 -period $clk_period [get_ports {sysclk}]

set non_clock_inputs [all_inputs -no_clocks]
set_input_delay [expr $clk_period * $clk_io_pct] -clock clk0 $non_clock_inputs
set_output_delay [expr $clk_period * $clk_io_pct] -clock clk0 [all_outputs]
==> deck_impl_summary.md <==
Implementation Results

Place
  – PortBufs: between 50 and 60
  – Dpl hpwl: roughly 5.3 mm
  – Dpl cell area: ~0.0045 mm²
  – Placed Cells: roughly 540
  – Gpl congestion: ~0.86

Cells and area
  – Area Growth Syn to Fin: 25.1%
  – Layout cells sized above 1: 0.0703
  – Final instance area: between 0.004 and 0.005 mm²
  – Non-filler cells, final: between 500 and 600

Clocking
  – Clock Latency Late Sink: 0.34 ns
  – CTS sink cnt: slightly below 80
  – Postcts setup bufs: 0
  – Clock Path Buffers: 2
  – Hold_buf cts: 0
  – Root Driver: clkbuf_16
  – CTS H-tree depth: 3
  – Post-CTS sizing: 0
  – CTS tree: done
  – Clk slew on worst S/H paths: 0.06 ns
  – CTS buffer count: 9

Power and ir drop
  – PwrDens: ~340 mW/mm²
  – Leak pwr: 1.59 nW
  – Pwr Total: approximately 1.6 mW
  – Maximum VDD drop: 0.247 mV

Run
  – Max Cap Viol: 0
  – Tool Warnings: 26

Logic synthesis
  – Count leader, synth: edfxtp_1
  – Yosys cell count: between 300 and 400
  – Async set or reset register ratio after synthesis: 0
  – Mapped Area: between 0.003 and 0.004 mm²
  – Synth Register Bits: 77
  – Post-synth top area share: 0.562
  – Cell area leaders: edfxtp_1 (56%), xnor2_1 (4.8%), nand2_1 (3.4%), nor2_1 (3.1%), dfxtp_1 (2.6%)
  – Distinct cells, synth: between 50 and 60
  – Primary FF master, synth: edfxtp_1
  – Number of enable flip-flop cells: approximately 70
  – Synthesized area per cell: around 12 µm²
  – Seq share, synth: 0.588
  – Synthesis warning total: 1
  – Synth top cells by count: edfxtp_1 (72), nand2_1 (35), nor2_1 (32)
  – Synthesis area per yosys: approximately 0.0038 mm²
  – Syn Inst Count: about 330
  – Post-synth top area cell: edfxtp_1

Floorplanning
  – Chip area: roughly 0.013 mm²
  – # IOs: about 52
  – Floorplan row count: about 41
  – Chip Height: between 100 and 150 µm
  – Fp util: 0.306
  – Core area: 0.0126 mm²
  – Chip Width: 115 µm

STA
  – Measured slew at the worst slew-check pin: ~0.83 ns
  – Final min period: between 3 and 4 ns
  – Max-slew headroom: 0.444
  – Part of the cycle the worst path needs: 0.750
  – Max Clock Freq: approximately 280 MHz
  – Skew final: just under 0.007 ns
  – Fin Setup TNS: 0 ns
  – Unrepaired setup endpoints after global routing: false
  – Slew Viols, Final: 0
  – Final setup fails: 0
  – Endpoints failing hold: 0

Routing
  – Antenna Cells: 0
  – Vias per cell: roughly 4.7
  – Antenna viol nets, final: 0
  – Router iterations before antenna repair: 4
  – Total wire length: between 7 and 8 mm
  – # DRC: 0
  – Top sig layer: met4
  – Vias: about 2600
  – Initial drt markers: 133
  – Metal3 WL: between 400 and 500 µm
  – M1 WL: ~3.7 mm
  – Drt wl/cell: about 14 µm
  – Met2 Wirelength: approximately 3.4 mm

Min path
  – WHS Endpoint: state[0]
  – Hold depth: 1
  – Hold Crit Start: state[1]
  – Hold Path Class: flip-flop to flip-flop

Critical path
  – R2R Setup Slk: 1.18 ns
  – Crit path DRT: approximately 4.7 ns
  – FF-to-FF End: byte_count[11]
  – Crit Path Max Fanout: 16
  – R2r worst-path depth: 7
  – CP dominant cell by count: or4_1
  – Critical path class: flip-flop to flip-flop
  – Worst path cell trace: ha_1 > nand3_4 > xor2_1 > a221o_1 > or4_1 > or4_1 > o31a_1
  – Slowest stage delay, CP: 0.57 ns
  – Arr. time, crit path: ~3.5 ns
  – R2R Path Start: byte_count[0]
  – CP max-delay cell: o31a_1
  – Crit. End Element: flip-flop
  – Critical Path Source Type: flip-flop

GRT
  – Vias in the first global route: between 2000 and 3000
  – Largest net degree at the start of global routing: 27
  – Global Route Usage Sum: 0.127
  – GRT overflow: 0
  – Antenna violations before repair: 0
  – First-pass GRT wire length: approximately 13 mm

Run status
  – Status: finished, final reports clean
[power by group]
part	leakage [nW]	internal [mW]	switching, mW
Combinational	0.732	0.0819	0.0708
Clock	0.145	0.371	0.292
Sequential	0.711	0.789	0.0283
Total	1.59	1.24	0.391
[metrics by stage]
| step | setup WS, ns | hold WS, ns | utilization |
|---|---|---|---|
| 2_1_floorplan | 1.21 | 0.464 | - |
| 3_3_place_gp | 1.28 | 0.491 | 0.360 |
| 3_5_place_dp | 1.20 | 0.496 | 0.360 |
| 4_1_cts | 1.18 | 0.517 | 0.383 |
| 5_1_grt | 0.988 | 0.553 | 0.383 |
| 6_report | 1.18 | 0.509 | 0.383 |
[flip-flops by register name, summed over array words and instances, names as in the netlist]
signal        count
byte_count       16
bytes_to_run     16
buffer_out        8
cs                8
data_out          8
buffer_in         7
state             5
count             4
busy              1
load              1
mosi              1
new_data          1
sck               1
[layout by cell type (no fill, tap or decap), drive strengths merged, types with 8 or more instances in the layout]
master,count
a21oi,18
and2,11
clkbuf,9
clkdlybuf4s50,51
edfxtp,72
inv,12
nand2,35
nand3,10
nor2,32
nor3,9
o21ai,8
xnor2,21
[cell families (layout without fill, tap and decap cells)]
family / Yosys count / count (layout) / share of synthesized area
xor gates and xnor gates: 32 / 32 / 0.0871
buffers and inverters: 23 / 78 / 0.0266
and+or+nand+nor: 138 / 138 / 0.186
AOI/OAI and AO/OA: 54 / 54 / 0.0975
DFF: 77 / 77 / 0.588
adders and majority gates: 3 / 3 / 0.00975
muxes: 2 / 2 / 0.00552
[worst max path at each step]
stage / start / endpoint / cells past startpoint
final: byte_count[0] / byte_count[11] / 7
after global routing: byte_count[0] / byte_count[11] / 7
after CTS: byte_count[0] / byte_count[9] / 7
[critical path: cells and delay by family (launching register included)]
family | cells | cell delay (ns)
flops | 1 | 0.48
compound gates | 2 | 0.91
xor+xnor | 1 | 0.21
simple gates | 3 | 1.26
fa+ha+maj | 1 | 0.30
[area by class of cell]
class                           count  area (µm²)
Fill cell                        1207        7750
Multi-Input combinational cell    229        1490
Clock buffer                        9         225
Tap cell                          172         215
Inverter                            7        26.3
Clock inverter                      7        62.6
Sequential cell                    77        2260
Timing Repair Buffer               55         541
[metal layers]
layer,vias up,GRT usage
met5,-,0
met4,0,0.0165
met3,8,0.0386
met2,65,0.186
met1,1225,0.201
li1,1328,-
No activity file was given, so power comes from the tool's default toggle rates.
