`flow/config.mk`:
```
export PLATFORM = sky130hd
export DESIGN_NAME = dimmer
export DESIGN_NICKNAME = dimmer
export VERILOG_FILES = /design/flow/design.v
export SDC_FILE = /design/flow/constraint.sdc
export NUM_CORES = 4
export LEC_CHECK = 1
export CORE_AREA = 10 10 71 71
export DIE_AREA = 0 0 81 81
```
`flow/constraint.sdc`:
```
current_design dimmer

set clk_period 1.7
set clk_io_pct 0.2

create_clock -name clk0 -period $clk_period [get_ports {clock}]

set non_clock_inputs [all_inputs -no_clocks]
set_input_delay [expr $clk_period * $clk_io_pct] -clock clk0 $non_clock_inputs
set_output_delay [expr $clk_period * $clk_io_pct] -clock clk0 [all_outputs]
```
`flow/design.v`:
```
`timescale 1ns / 1ps
module dimmer(input clock,
    input [7:0] brightness,
    output driver
    );
    reg [7:0]counter;
    always @(posedge clock)begin
        counter<= counter+1;
    end
    assign driver= counter<brightness?1'b1:1'b0;
endmodule
```
`flow/run.sh`:
```
#!/bin/bash
# OpenROAD 26Q1-2900-gdf79404cd8, Yosys 0.63+post, stock flow scripts
make -C /OpenROAD-flow-scripts/flow DESIGN_CONFIG=/design/flow/config.mk WORK_HOME=/design/flow/orfs finish
```
==> CHANGELOG.md <==
### Metrics

* Yosys Warn Count at 1
* Die height at 81 µm
* CP max stage cell: dlygate4sd2_1
* Register area at 163.9 µm²
* Fmax achieved at 617.1 MHz
* R2r endpoint: counter[6]$_DFF_P_
* Synth cell types at 15
* First-pass GRT wire length at 1780 µm
* Logic area at 355.3 µm²
* Clock buffer depth at 2
* Worst-path cell chain: dlygate4sd2_1, inv_2, ha_4, a21oi_2, o21ai_1, a21oi_1, buf_2
* Core ar. at 3633 µm²
* Slowest stage delay, CP at 240 ps
* Switching pwr at 0.00008426 W
* Critical path launch point: brightness[2]
* Area Overhead vs Synth at 72.18%
* Detailed placer's ending HPWL at 728 µm
* Setup violations, final at 0
* Critical Path Sink: driver
* Number of cell rows at 22
* CP Capture Type: output port
* Most instantiated logic cell after routing: buf_4
* Routed via count at 395
* Minimum clock period at 1620 ps
* CTS buffer count at 3
* Most frequent cells in the layout: buf_4, inv_2, ha_4, dfxtp_1
* Die W at 81 µm
* N_diodes at 0
* Late-Pin Clk Latency at 220 ps
* Ports at 10
* Clock share of power at 48.9%
* Yosys synthesis chip area at 454.2 µm²
* Layout cells sized above 1 at 50.70%
* CTS root buf: clkbuf_8
* Fillers at 397
* Tot Pwr at 0.0004483 W
* Syn_area_per_cell at 8.906 µm²
* Sw Share at 18.79%
* Routed Antenna Nets at 0
* Initial antenna violation count at 0
* Crit path max-delay family: buffers and inverters
* Final cell utilization of the core at 21.52%
* Wirelength, routed at 964 µm
* Seq share, synth at 35.26%
* Post-route DRC at 0
* Vias per inst at 3.319
* Routed len/inst at 8.101 µm
* Die area at 6561 µm²
* Postcts setup bufs at 0
* Max FO, Critical Path at 2
* Cells after synthesis at 51
* R2R depth at 5
* Fin. max-slew vios at 0
* Vias in the first global route at 424
* GRT Residual Overflow at 0
* Max-cap viol count at 0
* Part of the power in registers at 42.1%
* Max transition margin at 87.77%
* CTS tree: done
* Top Registers: counter x8
* Pin count of the biggest net entering global routing at 5
* FP Util at 12.50%
* RSZ-0062 raised after global routing: true
* Final hold violation count at 0
* Final TNS setup at 0 ps
* Slew @ Worst Pin at 182.7 ps
* WP data arrival at 1280 ps
* Yosys cell count at 51
* Worst min path class: reg2reg
* Worst R2R Start: counter[0]$_DFF_P_
* Run status: completed
* Tool warning count at 26
* Max reg flops at 8
* Placer congestion estimate at 0.7758
* Starting DRT DRC Count at 3
* Clock Sinks at 8
* DR pass1 iterations at 4
* Worst path bufs/invs at 3
* PwrDens at 573.3 nW/µm²
* Worst R2R Setup Slack at 600 ps
* Worst setup SP type: input pin
* Syn Std Cell Area at 454.2 µm²
* Critical setup path kind: in2out
* Leak at 0.3306 nW
* Ys flops at 8
* Reg with most FFs: counter
* Worst Skew at 0.4954 ps
* CTS H-tree depth at 1
* Final period util at 95.32%
* Combinational share of power at 9.0%
* CTS clk-pin slew, worst paths at 40 ps
* Number of port buffers at 9
* Peak VDD IR at 426.6 µV
* P_int at 0.0003641 W
* Critical Path Stages at 7
* Required time of the critical path at 1360 ps
* GRT Overall Usage at 3.366%
[synth_stat cells]
master / count / share of area, %
inv_1: 8 / 6.6
dfxtp_1: 8 / 35
nor2b_1: 1 / 1.4
o21ai_0: 1 / 1.1
xor2_1: 4 / 7.7
nand3_2: 1 / 2.2
o211ai_1: 1 / 1.7
nor3_2: 1 / 2.2
nand3_1: 4 / 4.4
nor2_1: 3 / 2.5
xnor2_1: 2 / 3.9
a21oi_1: 4 / 4.4
ha_1: 8 / 22
nand2_1: 4 / 3.3
nand2_2: 1 / 1.4
[stage by stage]
| stage | std cells | setup slack (ps) | instance area [µm²] | hold slack [ps] |
|---|---|---|---|---|
| after floorplan | 51 | 398.2 | 454.2 | 404.5 |
| after global placement | 116 | -708.1 | 664.4 | 502.4 |
| after detailed placement | 116 | -683.8 | 664.4 | 508.7 |
| after CTS | 119 | 41.30 | 775.7 | 519.0 |
| after global routing | 119 | -7.089 | 782.0 | 557.5 |
| final | 119 | 79.55 | 782.0 | 517.5 |
[worst min path at each step]
stage	end	from	slack, ps	cells past startpoint
4_1_cts	counter[0]$_DFF_P_	counter[0]$_DFF_P_	520	2
5_1_grt	counter[0]$_DFF_P_	counter[0]$_DFF_P_	560	2
6_report	counter[0]$_DFF_P_	counter[0]$_DFF_P_	520	2
[power by group through the flow]
stage	sequential, W	clock (W)	combinational [W]
4_1_cts	0.000189	0.000226	0.0000371
5_1_grt	0.000188	0.000238	0.0000457
6_report	0.000189	0.000219	0.0000404
[layer usage]
layer	vias to the layer above	part of all wire [%]	global-route usage [%]
li1	208	-	-
met1	172	46	4.319
met2	13	40	4.538
met3	2	12	2.450
met4	0	1.5	0.5190
met5	-	0	0
[worst min-delay path: stages (launching register included)]
cell     delay (ps)
dfxtp_1         300
buf_4           150
inv_1            40
[logic make-up (layout without fill, tap and decap cells)]
| group | count (synthesis) | in the layout | share of synthesized area [%] |
|---|---|---|---|
| buffers and inverters | 8 | 28 | 6.612 |
| adders and majority gates | 8 | 8 | 22.04 |
| AOI/OAI and AO/OA | 6 | 6 | 7.162 |
| xor gates and xnor gates | 6 | 6 | 11.57 |
| DFF | 8 | 8 | 35.26 |
| and+or+nand+nor | 15 | 15 | 17.36 |
[what timing repair did]
action                                  in CTS  in global routing
gates cloned                                 0                  0
gates resized                               27                 10
endpoints found under the setup margin       1                  1
hold buffers                                 0                  0
pin swaps                                   11                  6
[layout make-up]
type / instances / share of cell area (%)
Multi-Input combinational cell: 35 / 45.44
Sequential cell: 8 / 20.96
Timing Repair Buffer: 17 / 16.80
Tap cell: 48 / 7.680
Clock buffer: 3 / 5.280
Inverter: 8 / 3.840
Power is estimated from default activity; no workload was simulated.
